## /design/flow/constraint.sdc

```tcl
current_design RegisterFile

set clk_period 4.6
set clk_io_pct 0.2

create_clock -name clk0 -period $clk_period [get_ports {clk}]

set non_clock_inputs [all_inputs -no_clocks]
set_input_delay [expr $clk_period * $clk_io_pct] -clock clk0 $non_clock_inputs
set_output_delay [expr $clk_period * $clk_io_pct] -clock clk0 [all_outputs]
```

## /design/flow/run.sh

```bash
#!/bin/bash
# OpenROAD 26Q1-2900-gdf79404cd8, Yosys 0.63+post, stock flow scripts
make -C /OpenROAD-flow-scripts/flow DESIGN_CONFIG=/design/flow/config.mk WORK_HOME=/design/flow/orfs finish
```

## /design/flow/design.v

```verilog
module RegisterFile(input clk, input [2:0] R1point, R2point, writeRpoint, input [15:0] writeData, input writeEnable, output reg[15:0] R1, R2);
    reg [15:0] Registers [0:15];
    integer i;
    initial begin
        Registers[0] = 16'b0010101001010101 ; 
        Registers[1] = 16'b1100011011101011 ; 
        Registers[2] = 16'b0101011000001010 ; 
        Registers[3] = 16'b1111000000111010 ; 
        Registers[4] = 16'b0000011111000010 ; 
        Registers[5] = 16'b0001111110001111 ; 
        Registers[6] = 16'b1110101011110001 ; 
        Registers[7] = 16'b1101010001010101 ; 
    end
    always @(*) begin
        Registers[0] = 0;
        R1 = Registers[R1point];
		R2 = Registers[R2point];
    end
    always @(negedge clk)
		if (writeEnable) Registers[writeRpoint] = writeData;
endmodule
```

## /design/flow/config.mk

```make
export PLATFORM = sky130hd
export DESIGN_NAME = RegisterFile
export DESIGN_NICKNAME = RegisterFile
export VERILOG_FILES = /design/flow/design.v
export SDC_FILE = /design/flow/constraint.sdc
export NUM_CORES = 4
export LEC_CHECK = 1
export CORE_UTILIZATION = 30
```

==> reports/qor.yml <==
global_routing:
  antenna_found_initial: 0
  grtUsageTotal: 0.1634
  grt_pass1_vias: 4238
  grt_max_degree: 27
  grt_pass1_wl_microns: 21110
  grt_overflow: 0
setup_path:
  path_cells: "mux2_4 -> a32oi_2 -> o221ai_2 -> buf_2"
  cp_slowest_cell: "edfxtp_1"
  cp.required_ps: 3680
  criticalPathCategory: "register to output port"
  slowest_delay_ps: 380
  crit_fanout: 2
  startpoint_type: "register"
  critical_path_arrival_ps: 3810
  crit_path_end_kind: "output port"
timing:
  setup_viol: 24
  drv_slew: 0
  hold_violations: 0
  whs_ps: 2359
  fin_ws_ps: -131.2
  timing.setup.tns_ps: -2107
  tightest_slew_ps: 624.0
  rsz0062_at_grt: "yes"
  worst_slew_margin_rel: 0.5840
yosys:
  synth-seq-area-share: 0.6305
  ys_types: 31
  syn_inst: 355
  yosys_cells: 355
  synth_flops: 112
  synth_warnings: 2
  syn_area_sq_mm: 0.005334
  top_area_frac: 0.6305
  yosysChipArea_sq_mm: 0.005334
  syn_area_per_cell_sq_um: 15.02
  top_cells_by_area: "edfxtp_1 (63%), mux2i_1 (12%), mux2_2 (3.8%), a32oi_1 (3.1%), a21o_1 (1.8%)"
  yosysTopAreaCell: "edfxtp_1"
worst_hold_path:
  hold_class: "input pin to output port"
layout:
  mostFrequentLayoutCells: "inv_1 (115), edfxtp_1 (112), mux2i_1 (65)"
  layout.cells.most_common: "inv_1"
  layout-drive-gt1-share: 0.2355
  utilization: 0.4069
  area.growth.synth_to_final_pct: 32.42
  largest_reg_flops: 112
drt:
  num_vias: 3818
  wl_per_cell_microns: 17.72
  antenna-diode-count: 0
  drcViolationCount: 0
  routed_wl_microns: 13770
  first_iter_violations: 174
  dr.pass1.iters: 4
  vias_per_cell: 4.914
  drtAntennaViolNets: 0
floorplanning:
  core.rowCount: 48
  core_area_sq_mm: 0.01736
  chipArea_sq_mm: 0.01832
  io_pins: 59
  dieWidth_microns: 135.3
  die_h_microns: 135.3
  fp_util: 0.3073
placement:
  pre_cts_ws_ps: -77.96
  dp_hpwl_microns: 8287
  gp_congestion: 0.8363
  numPortBuffers: 58
clocking:
  cts_root_buf: "clkbuf_16"
  h-tree-depth: 3
  cts_tree: "done"
  clk_pin_slew_ps: 30
  clockBufferDepth: 2
  cts_sinks: 112
  postCtsHoldBufs: 0
  numCtsBuffers: 9
status:
  status: "finished with violations"
  violations: "setup timing"
power:
  power_mw: 2.532
  pwr_density_cell_mw_per_mm2: 358.5
  irDropWorstVdd_mv: 0.1775
  p_leak_nw: 3.058
run:
  warnings: 139
  cap_viol_max_count: 0
[worst paths after layout]
path,start,end,slack (ps),cells after the start
max,Registers[1][4]$_DFFE_NP_,R1[4],-130,4
min,R2point[0],R2[15],2360,3
[synthesized netlist by cell type]
cell type	instances
edfxtp_1	112
mux2i_1	65
a32oi_1	19
mux2_2	18
o21ai_0	15
nand3_1	14
a21o_1	13
o22ai_1	13
buf_2	11
o221ai_1	10
buf_6	8
nand2b_1	7
nor2_1	6
buf_4	5
nand2_1	5
o211ai_1	5
clkbuf_1	4
and2_1	3
inv_1	3
a211oi_1	2
a21oi_1	2
a221oi_1	2
a311oi_1	2
mux2_4	2
mux4_2	2
nor2b_1	2
a22oi_1	1
and3b_1	1
nor3_1	1
nor3b_1	1
nor3b_2	1
[routing by layer]
layer,GRT usage,up-vias,part of all wire
met5,0,-,0
li1,-,1823,-
met4,0.06055,0,0.018
met2,0.2490,192,0.49
met3,0.09737,21,0.12
met1,0.1923,1782,0.38
[timing repair]
| item | in CTS | in global routing |
|---|---|---|
| endpoints found under the setup margin | 32 | 32 |
| resized | 113 | 20 |
| setup buffers | 9 | 6 |
| pin swaps | 37 | 13 |
| hold endpoints to repair | 0 | 0 |
[kinds of logic (layout without fill, tap and decap cells)]
kind of cell	count (synthesis)	count (layout)	share of synthesized area
flip-flops	112	112	0.6305
multiplexers	87	87	0.1741
AND-OR/OR-AND	84	84	0.1149
AND/OR/NAND/NOR	41	41	0.04129
buffers and inverters	31	228	0.03917
[stage by stage]
step | cell area, sq um | instances
after global routing | 7063 | 777
after floorplan | 5339 | 355
after global placement | 6276 | 635
final | 7063 | 777
after CTS | 6935 | 771
after detailed placement | 6276 | 635
[critical path: cells and delay by family, from the launching register on]
kind                   cells  cell delay, ps
AND-OR/OR-AND              2             290
buffers and inverters      1             150
flip-flops                 1             380
multiplexers               1             290
[cell type report]
class / instances / area (sq um)
fill: 1514 / 10290
tap: 225 / 281.5
multi-input combinational: 212 / 1904
clock inverter: 119 / 471.7
inverter: 2 / 7.507
sequential: 112 / 3363
timing repair buffer: 98 / 809.5
clock buffer: 9 / 225.2
[where the power goes]
part	total, mW	switching, mW	internal [mW]
logic	0.263	0.135	0.128
clock network	1.09	0.586	0.501
registers	1.18	0.0142	1.17
Power and IR drop assume default switching activity.
