### ./config.mk
export PLATFORM = sky130hd
export DESIGN_NAME = InsMemory
export DESIGN_NICKNAME = InsMemory
export VERILOG_FILES = /design/flow/design.v
export SDC_FILE = /design/flow/constraint.sdc
export NUM_CORES = 4
export LEC_CHECK = 1
export CORE_AREA = 10 10 70 70
export DIE_AREA = 0 0 80 80
### ./constraint.sdc
current_design InsMemory

set clk_period 1.0
set clk_io_pct 0.2

create_clock -name clk0 -period $clk_period

set non_clock_inputs [all_inputs -no_clocks]
set_input_delay [expr $clk_period * $clk_io_pct] -clock clk0 $non_clock_inputs
set_output_delay [expr $clk_period * $clk_io_pct] -clock clk0 [all_outputs]
### ./design.v
module InsMemory(input [15:0] adress, output reg[15:0] outIns);
    integer               data_file    ;  
    integer               scan_file    ;  
    reg [15:0] instractions [0:15];
    initial begin
    instractions[0] = 16'b0000000001000000 ;
    instractions[1] = 16'b0000000001000001 ;
    instractions[2] = 16'b0000010100010010  ;
    instractions[3] = 16'b0000100001011011  ;
    instractions[4] = 16'b0000111011111100  ;
    instractions[5] = 16'b0000001000010101 ;
    instractions[6] = 16'b0000101100011110  ; 
    end
    always @(*) begin
      outIns = instractions[adress/4];
    end
endmodule
### ./run.sh
#!/bin/bash
# OpenROAD 26Q1-2900-gdf79404cd8, Yosys 0.63+post, stock flow scripts
make -C /OpenROAD-flow-scripts/flow DESIGN_CONFIG=/design/flow/config.mk WORK_HOME=/design/flow/orfs finish
==> flow_summary_export.csv <==
group,metric,value,unit
sta,fmax,1027,MHz
hold_path,min_path_cells,3,
global_route,grtUsageTotal,0.01247,
sta,finalHoldViolations,0,
pwr,finalPower,0.1024,mW
setup_path,crit_type,"in2out",
final_layout,fin_area,320.3,um2
sta,finalCritPeriodShare,0.9738,
drt,drt-initial-drc-count,0,
hold_path,hp-class,"in2out",
global_route,met2_usage,0.02006,
place,place_congestion,0.7272,
floorplanning,rows,21,
floorplanning,io_pins,32,
run,cap_violations,0,
floorplanning,initCoreUtil,0.03993,
setup_path,cp-end-kind,"output port",
pwr,p_leak,0.1533,nW
logic_synthesis,yosys.stat.seqShare,0,
setup_path,critPathLaunchType,"input port",
drt,dr.pass1.iters,1,
sta,finalSetupViolations,0,
hold_path,hold_end,"outIns[4]",
sta,worst_slack,0.02624,ns
pwr,ir_drop,36.97,uV
setup_path,arrival,0.77,ns
sta,hold_slack,0.6645,ns
drt,drc_errors,0,
drt,viasPerCell,2.150,
floorplanning,chip_area,6400,um2
run,warnings,46,
sta,final_max_slew_viol_count,0,
global_route,grt_util_met3,0.007955,
final_layout,synthToLayoutAreaGrowth,134.9,%
logic_synthesis,syn_inst,21,
global_route,gr-total-overflow,0,
setup_path,crit_fanout,5,
logic_synthesis,syn_area,136.4,um2
hold_path,min-delay-start,"adress[4]",
global_route,grt_pass1_wl,696,um
drt,wl,540,um
place,io_buffers,15,
global_route,grt_max_degree,7,
logic_synthesis,ys_area,136.4,um2
sta,period_minus_slack,0.9738,ns
final_layout,drive_gt1_frac,0.5588,
logic_synthesis,yosys_warnings,1,
final_layout,utilization,0.09377,
setup_path,required,0.80,ns
final_layout,regArea,0,um2
logic_synthesis,avgSynthCellArea,6.494,um2
place,dp_slack,-0.7381,ns
global_route,first_global_vias,172,
drt,num_vias,172,
floorplanning,die_x,80,um
final_layout,combGateArea,106.4,um2
final_layout,seq_cell_count,0,
final_layout,fillerInstances,402,
floorplanning,core,3416,um2
global_route,antenna_found_initial,0,
drt,detail-route-antenna-nets,0,
drt,n_antenna_cell,0,
place,dpl_cell_area,302.8,um2
place,dpl.hpwl,399.3,um
pwr,power.density,319.6,nW/um2
logic_synthesis,ys_cells,21,
final_layout,nClkBuffers,0,
floorplanning,fp.dieH,80,um
drt,wl_per_cell,6.750,um
global_route,use_met1,0.01450,
outcome,status,"finished, final reports clean",
logic_synthesis,synth_cell_types,10,
global_route,top_usage_layer,"met2",
[worst max-delay path by stage]
stage / start / end / slack (ns) / cells after the start
final: adress[4] / outIns[10] / 0.03 / 5
after global routing: adress[4] / outIns[10] / -0.006 / 5
after CTS: adress[4] / outIns[10] / -0.14 / 6
[logic make-up after synthesis]
group	after synthesis	share of synthesized area
simple gates	6	0.2019
xor+xnor	1	0.06423
compound gates	2	0.1101
other cells	1	0.02750
mux	1	0.07340
buf+inv	10	0.5229
[synth_stat cells, drive strengths merged]
library cell,instances,share of area
nand2b,1,0.046
mux2i,1,0.073
nand2,2,0.055
nor2,2,0.055
inv,1,0.027
conb,1,0.027
buf,9,0.50
xnor2,1,0.064
or2,1,0.046
a21boi,2,0.11
[metrics by stage]
stage,setup TNS [ns],std cells
final,0,80
after floorplan,0,24
after CTS,-0.4530,82
after global routing,-0.005701,80
after detailed placement,-7.649,78
after global placement,-7.523,78
[worst max-delay path, cell delays in order]
cell and delay (ns):
buf_6 0.11, buf_6 0.12, xnor2_2 0.12, nor2_1 0.11, buf_2 0.11
[layer usage]
metal / routed length (um) / vias to the layer above
li1: - / 79
met2: 181 / 17
met1: 254 / 76
met3: 105 / 0
met5: 0 / -
met4: 0 / 0
[power by group]
part / internal, mW / total [mW] / switching (mW)
combinational: 0.0659 / 0.102 / 0.0364
clock: 0 / 0 / 0
sequential: 0 / 0 / 0
[cell usage in the layout, fill, tap and decap left out, drive strengths merged]
cell | netlist | final
inv | 1 | 1
buf | 9 | 12
xnor2 | 1 | 1
dlygate4sd2 | 0 | 3
or2 | 1 | 1
clkbuf | 0 | 2
nand2 | 2 | 2
clkdlybuf4s50 | 0 | 1
conb | 1 | 4
nand2b | 1 | 1
clkdlybuf4s15 | 0 | 1
a21boi | 2 | 2
mux2i | 1 | 1
nor2 | 2 | 2
[final cells by class]
| cell class | count | area share |
|---|---|---|
| Timing Repair Buffer | 19 | 0.4766 |
| Tap cell | 46 | 0.1797 |
| Multi-Input combinational cell | 14 | 0.3320 |
| Inverter | 1 | 0.01172 |
[what timing repair did]
item / CTS / global route
setup endpoints to repair: 12 / 7
pin swaps: 2 / 2
buffers inserted: 4 / 0
gates cloned: 0 / 0
hold buffers: 0 / 0
resized: 42 / 14
Power is estimated from default activity; no workload was simulated.
